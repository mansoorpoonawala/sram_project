==> /design/flow/design.v <==
`timescale 1ns / 1ps
module ethernet_interface #(
   parameter ADDR_WIDTH = 8,
   parameter DATA_WIDTH = 32,
   parameter PACKET_WIDTH = 8 + ADDR_WIDTH + DATA_WIDTH  
) (
   input  wire                  clk,
   input  wire                  rst_n,
   input  wire [PACKET_WIDTH-1:0] packet_in,
   input  wire                  packet_valid,
   output reg  [PACKET_WIDTH-1:0] packet_out,
   output reg                   packet_out_valid,
   output reg  [ADDR_WIDTH-1:0] sram_addr,
   output reg  [DATA_WIDTH-1:0] sram_data_in,
   output reg                   sram_write_en,
   output reg                   sram_read_en,
   input  wire [DATA_WIDTH-1:0] sram_data_out
);
   localparam HEADER_READ  = 8'hAA;
   localparam HEADER_WRITE = 8'hBB;
   reg [1:0] state;
   localparam IDLE = 2'b00, PROCESS = 2'b01, RESPOND = 2'b10;
   always @(posedge clk or negedge rst_n) begin
       if (!rst_n) begin
           state <= IDLE;
           packet_out <= {PACKET_WIDTH{1'b0}};
           packet_out_valid <= 1'b0;
           sram_addr <= {ADDR_WIDTH{1'b0}};
           sram_data_in <= {DATA_WIDTH{1'b0}};
           sram_write_en <= 1'b0;
           sram_read_en <= 1'b0;
       end else begin
           case (state)
               IDLE: begin
                   sram_write_en <= 1'b0;
                   sram_read_en <= 1'b0;
                   packet_out_valid <= 1'b0;
                   if (packet_valid) begin
                       state <= PROCESS;
                       if (packet_in[PACKET_WIDTH-1:PACKET_WIDTH-8] == HEADER_WRITE) begin
                           sram_addr <= packet_in[ADDR_WIDTH+DATA_WIDTH-1:DATA_WIDTH];
                           sram_data_in <= packet_in[DATA_WIDTH-1:0];
                           sram_write_en <= 1'b1;
                       end else if (packet_in[PACKET_WIDTH-1:PACKET_WIDTH-8] == HEADER_READ) begin
                           sram_addr <= packet_in[ADDR_WIDTH+DATA_WIDTH-1:DATA_WIDTH];
                           sram_read_en <= 1'b1;
                       end
                   end
               end
               PROCESS: begin
                   sram_write_en <= 1'b0;
                   sram_read_en <= 1'b0;
                   if (packet_in[PACKET_WIDTH-1:PACKET_WIDTH-8] == HEADER_READ) begin
                       packet_out <= {HEADER_READ, {ADDR_WIDTH{1'b0}}, sram_data_out};
                       packet_out_valid <= 1'b1;
                   end
                   state <= RESPOND;
               end
               RESPOND: begin
                   packet_out_valid <= 1'b0;
                   state <= IDLE;
               end
               default: state <= IDLE;
           endcase
       end
   end
endmodule
`timescale 1ns / 1ps
module sram_core #(
   parameter ADDR_WIDTH = 8,
   parameter DATA_WIDTH = 32
) (
   input  wire                  clk,
   input  wire                  rst_n,
   input  wire [ADDR_WIDTH-1:0] addr,
   input  wire [DATA_WIDTH-1:0] data_in,
   input  wire                  write_en,
   input  wire                  read_en,
   output reg  [DATA_WIDTH-1:0] data_out
);
   reg [DATA_WIDTH-1:0] mem [0:(1<<ADDR_WIDTH)-1];
   always @(posedge clk or negedge rst_n) begin
       if (!rst_n) begin
           data_out <= {DATA_WIDTH{1'b0}};
       end else begin
           if (write_en) begin
               mem[addr] <= data_in;
           end
           if (read_en) begin
               data_out <= mem[addr];
           end
       end
   end
endmodule
`timescale 1ns / 1ps
module top_module #(
   parameter ADDR_WIDTH = 8,
   parameter DATA_WIDTH = 32,
   parameter PACKET_WIDTH = 8 + ADDR_WIDTH + DATA_WIDTH
) (
   input  wire                  clk,
   input  wire                  rst_n,
   input  wire [PACKET_WIDTH-1:0] packet_in,
   input  wire                  packet_valid,
   output wire [PACKET_WIDTH-1:0] packet_out,
   output wire                  packet_out_valid
);
   wire [ADDR_WIDTH-1:0] sram_addr;
   wire [DATA_WIDTH-1:0] sram_data_in, sram_data_out;
   wire sram_write_en, sram_read_en;
   sram_core #(
       .ADDR_WIDTH(ADDR_WIDTH),
       .DATA_WIDTH(DATA_WIDTH)
   ) sram_inst (
       .clk(clk),
       .rst_n(rst_n),
       .addr(sram_addr),
       .data_in(sram_data_in),
       .write_en(sram_write_en),
       .read_en(sram_read_en),
       .data_out(sram_data_out)
   );
   ethernet_interface #(
       .ADDR_WIDTH(ADDR_WIDTH),
       .DATA_WIDTH(DATA_WIDTH),
       .PACKET_WIDTH(PACKET_WIDTH)
   ) eth_inst (
       .clk(clk),
       .rst_n(rst_n),
       .packet_in(packet_in),
       .packet_valid(packet_valid),
       .packet_out(packet_out),
       .packet_out_valid(packet_out_valid),
       .sram_addr(sram_addr),
       .sram_data_in(sram_data_in),
       .sram_write_en(sram_write_en),
       .sram_read_en(sram_read_en),
       .sram_data_out(sram_data_out)
   );
endmodule
==> /design/flow/run.sh <==
#!/bin/bash
# OpenROAD 26Q1-2900-gdf79404cd8, Yosys 0.63+post, stock flow scripts
make -C /OpenROAD-flow-scripts/flow DESIGN_CONFIG=/design/flow/config.mk WORK_HOME=/design/flow/orfs finish
==> /design/flow/config.mk <==
export PLATFORM = sky130hd
export DESIGN_NAME = top_module
export DESIGN_NICKNAME = top_module
export VERILOG_FILES = /design/flow/design.v
export SDC_FILE = /design/flow/constraint.sdc
export NUM_CORES = 4
export LEC_CHECK = 1
export CORE_UTILIZATION = 50
==> /design/flow/constraint.sdc <==
current_design top_module

set clk_period 9.5
set clk_io_pct 0.2

create_clock -name clk0 -period $clk_period [get_ports {clk}]

set non_clock_inputs [all_inputs -no_clocks]
set_input_delay [expr $clk_period * $clk_io_pct] -clock clk0 $non_clock_inputs
set_output_delay [expr $clk_period * $clk_io_pct] -clock clk0 [all_outputs]
==> out/results.tsv <==
stage	metric	value	unit
power_and_ir_drop	power	72.8	mW
drt	first_iter_violations	17200	
drt	vias	195000	
floorplan	initial_utilization	50.2	%
logic_synthesis	flop_cell	edfxtp_1	
final_timing	maxSlewHeadroom	-32.4	%
grt	gr-usage-all-layers	43.0	%
placed_design	place_area	0.326	mm^2
final_timing	hold_violations	0	
clock_network	cts_buffers	815	
placed_design	place_inst	26300	
final_timing	finalSetupViolCount	0	
power_and_ir_drop	power_density	207	mW/mm^2
clock_network	cts_htree_levels	6	
final_timing	maxSlewViolCount	14	
floorplan	dieArea	0.621	mm^2
logic_synthesis	synth_warnings	3	
logic_synthesis	yosysTopAreaCellShare	79.6	%
drt	routed_wl	1200000	um
power_and_ir_drop	ir_drop	249	uV
logic_synthesis	synthArstFlopShare	1.34	%
placed_design	gp_congestion	1.07	
flow_run	drv_cap	7	
clock_network	cts.repair.resized	0	
run_status	status	complete, but fails checks	
setup_path	arrival	7.69	ns
logic_synthesis	ys.flops	8303	
drt	dr.pass1.iters	8	
grt	grt_first_pass_wirelength	1620000	um
final_timing	period_needed	6.66	ns
drt	via_per_inst	7.01	
clock_network	clk_path_buf_depth	4	
clock_network	cts_tree	yes	
layout	final_cell_area	0.352	mm^2
placed_design	hpwl	744000	um
layout	drive_above_1_share	14.4	%
logic_synthesis	yosysUniqueCellTypes	67	
grt	grt_pass1_vias	201000	
logic_synthesis	synth_area	0.309	mm^2
clock_network	cts.sinks	8303	
final_timing	fin_ws	2.84	ns
final_timing	fin_crit_sh	70.2	%
logic_synthesis	synthTopCellsByArea	edfxtp_1 80%, nand3_1 4.4%, a22oi_1 4.0%	
layout	final_cells	27900	
power_and_ir_drop	power.leakage	97.5	nW
setup_path	worstSetupPathType	flip-flop to flip-flop	
setup_path	cp-end-kind	flip-flop	
floorplan	fp.dieH	788	um
logic_synthesis	edf_count	8192	
clock_network	cts_hold_buf	0	
floorplan	dieWidth	788	um
final_timing	tns	0	ns
grt	grt-ovfl-total	0	
grt	gr-usage-met2	54.2	%
drt	ant_nets	0	
placed_design	pre_cts_slack	3.36	ns
clock_network	cts_setup_buffers	0	
floorplan	rows	288	
final_timing	finClkSkew	0.122	ns
logic_synthesis	synth_area_per_cell	16.9	um^2
clock_network	cts_root_buf	clkbuf_16	
logic_synthesis	yosysSeqAreaShare	80.5	%
placed_design	port_buffers	87	
clock_network	clkLatencyLatePin	1.23	ns
grt	use_met3	40.0	%
hold_path	hp-class	flip-flop to flip-flop	
drt	wl_per_cell	43.0	um
layout	area_growth	13.9	%
final_timing	max_clock_freq	150	MHz
flow_run	tool_warnings	38	
floorplan	io_pins	100	
floorplan	coreArea	0.615	mm^2
logic_synthesis	ys_cells	18300	
grt	antenna_found_initial	80	
run_status	violations	capacitance limit, slew limit	
logic_synthesis	synthCells	18300	
logic_synthesis	yosysTopAreaCell	edfxtp_1	
final_timing	grt_setup_unrepaired	false	
grt	top_usage_layer	met2	
drt	drc	0	
setup_path	critPathRequiredTime	10.52	ns
clock_network	path_clk_slew	0.06	ns
grt	grt_max_degree	128	
logic_synthesis	ys_area	0.309	mm^2
setup_path	crit_fanout	51	
final_timing	worst_slew_pin_slew	1.97	ns
setup_path	critPathLaunchType	flip-flop	
grt	grt_use_met1	47.0	%
-- metal layers --
layer  vias up  wire (um)  share of wire [%]
met5         -      12700                1.1
met4       297      97200                8.1
met3      4009     262000                 22
met2     18400     497000                 41
met1     95200     330000                 28
li1      77500          -                  -
-- cell families (layout without fill, tap and decap cells) --
kind of cell	count (synthesis)	in the layout	synth area share, %
flip-flops	8303	8303	80.5
AND/OR/NAND/NOR	5180	5180	9.01
AND-OR/OR-AND	3327	3327	8.21
buffers and inverters	1439	2782	1.99
multiplexers	72	72	0.262
other	1	77	0.00121
-- layout make-up --
class,count,area (um^2)
timing repair buffer,1271,10200
inverter,1,3.75
tap,8120,10200
clock buffer,1042,21500
fill,45500,264000
sequential,8303,249000
antenna,65,163
multi-input combinational,8591,56700
clock inverter,468,4290
-- power breakdown --
group / switching (mW) / internal, mW
clock network: 14.1 / 17.4
logic: 1.07 / 0.271
registers: 0.238 / 39.8
-- path summary, 6_finish.rpt --
kind	endpoint	startpoint	slack, ns	cells after the start
hold reg to reg	eth_inst.packet_out_valid	eth_inst.state[1]	0.47	1
min in group asynchronous	eth_inst.sram_data_in[0]	rst_n	0.59	1
setup reg to reg	sram_inst.data_out[22]	eth_inst.sram_addr[3]	2.84	10
max in group asynchronous	eth_inst.packet_out[13]	rst_n	6.40	4
setup / recovery	sram_inst.data_out[22]	eth_inst.sram_addr[3]	2.84	10
hold / removal	eth_inst.packet_out_valid	eth_inst.state[1]	0.47	1
-- critical path, cell delays in order, from the launching register on --
cell and delay [ns]:
dfrtp_2 0.98, and4b_4 0.49, buf_4 0.37, buf_4 0.36
buf_4 0.46, nand3_1 0.19, nand4_1 0.11, nor4_1 0.77
nand4_1 1.10, nor4_1 1.22, a221oi_1 0.23
-- layout by cell type, fill, tap and decap left out, drive strengths merged, types with 281 or more instances in the layout --
master / instances
nand2: 281
a22oi: 1660
a21oi: 325
nand4: 902
clkbuf: 1042
edfxtp: 8192
nor4: 304
clkinv: 390
nand3: 2718
nor2: 411
buf: 1185
-- stage by stage --
step	hold slack (ns)	utilization, %
CTS	0.473	57.1
global route	0.490	57.2
detailed placement	0.458	52.9
floorplan	0.432	-
finish	0.474	57.2
global placement	0.456	52.9
-- flip-flops by register name (all words and copies together), names as in the netlist --
| register | flops |
|---|---|
| eth_inst.sram_read_en | 1 |
| eth_inst.sram_data_in | 32 |
| sram_inst.mem | 8192 |
| eth_inst.packet_out | 33 |
| eth_inst.sram_addr | 8 |
| eth_inst.sram_write_en | 1 |
| eth_inst.packet_out_valid | 1 |
| eth_inst.state | 3 |
| sram_inst.data_out | 32 |
-- synth_stat cells (35+ instances only) --
cell,instances
edfxtp_1,8192
nand3_1,2718
a22oi_1,1660
nand4_1,901
clkbuf_1,661
buf_2,449
nor2_1,381
a21oi_1,325
nor4_1,302
nand2_1,281
buf_1,278
o22ai_1,277
a32oi_1,263
a22o_1,239
a221oi_1,219
nor3_1,196
a32o_1,111
dfrtp_1,110
and3_1,90
or4_1,78
mux2_2,72
a222oi_1,63
and4_1,54
buf_4,47
nand4b_1,45
o22a_1,45
o211ai_1,35
Power figures rest on the tool's default switching activity, not on a simulated workload.
